<file path="flow/config.mk">
export PLATFORM = sky130hd
export DESIGN_NAME = fpga_portion
export DESIGN_NICKNAME = fpga_portion
export VERILOG_FILES = /design/flow/design.v
export SDC_FILE = /design/flow/constraint.sdc
export NUM_CORES = 4
export LEC_CHECK = 1
export CORE_AREA = 10 10 105 105
export DIE_AREA = 0 0 115 115
</file>
<file path="flow/design.v">
module fpga_portion(
    input CLOCK_50,
    input	[3:0]	KEY,
    input	[9:0]	SW,
    output	[9:0]	LEDR,
    output      [6:0]  HEX0,
    output      [6:0]  HEX1,
	output      [6:0]  HEX2,
	output      [6:0]  HEX3,
	output      [6:0]  HEX4,
	output      [6:0]  HEX5,
	output      vga_resolution_mode,  
	output      [2:0] colour,
	output        [8:0] x,  
	output        [7:0] y,  
	output        writeEn
);
    assign LEDR = SW;
    assign HEX1 = 7'b1111111;
    assign HEX3 = 7'b1111111;
    assign HEX4 = 7'b1111111;
    hex_decoder u_hex_decoder_0(SW[3:0],HEX2);
    hex_decoder u_hex_decoder_1(KEY,HEX5);
    reg [3:0] counter_0;
    reg [24:0] counter_1;
    initial begin
      counter_0 = 4'd0;
      counter_1 = 26'd0;
    end
    always @(posedge CLOCK_50) begin
        counter_1 <= counter_1 + 1'b1;
        if(counter_1 == 0)
            counter_0 <= counter_0 + 1'b1;
    end
    hex_decoder u_hex_decoder_2(counter_0,HEX0);
endmodule
module hex_decoder(hex_digit, segments);
   input [3:0] hex_digit;
   output reg [6:0] segments;
   always @(*)
       case (hex_digit)
           4'h0: segments = 7'b100_0000;
           4'h1: segments = 7'b111_1001;
           4'h2: segments = 7'b010_0100;
           4'h3: segments = 7'b011_0000;
           4'h4: segments = 7'b001_1001;
           4'h5: segments = 7'b001_0010;
           4'h6: segments = 7'b000_0010;
           4'h7: segments = 7'b111_1000;
           4'h8: segments = 7'b000_0000;
           4'h9: segments = 7'b001_1000;
           4'hA: segments = 7'b000_1000;
           4'hB: segments = 7'b000_0011;
           4'hC: segments = 7'b100_0110;
           4'hD: segments = 7'b010_0001;
           4'hE: segments = 7'b000_0110;
           4'hF: segments = 7'b000_1110;  
           default: segments = 7'h7f;
       endcase
endmodule
</file>
<file path="flow/constraint.sdc">
current_design fpga_portion

set clk_period 4.3
set clk_io_pct 0.2

create_clock -name clk0 -period $clk_period [get_ports {CLOCK_50}]

set non_clock_inputs [all_inputs -no_clocks]
set_input_delay [expr $clk_period * $clk_io_pct] -clock clk0 $non_clock_inputs
set_output_delay [expr $clk_period * $clk_io_pct] -clock clk0 [all_outputs]
</file>
<file path="flow/run.sh">
#!/bin/bash
# OpenROAD 26Q1-2900-gdf79404cd8, Yosys 0.63+post, stock flow scripts
make -C /OpenROAD-flow-scripts/flow DESIGN_CONFIG=/design/flow/config.mk WORK_HOME=/design/flow/orfs finish
</file>
==> results_dict.tcl <==
# place-and-route summary
set metrics [dict create \
    fin_skew_ns 0.004265 \
    nFillCells 916 \
    startpoint_type "primary input" \
    grt_pass1_vias 1546 \
    drt-total-wl_mm 4.022 \
    synth-simple-area-share_pct 19.95 \
    ant_nets 0 \
    dr.first_iter.drc_count 71 \
    postSynthSeqShare_pct 26.96 \
    antenna_found_initial 0 \
    rows 34 \
    dp_hpwl_mm 3.300 \
    gr-total-overflow 0 \
    ir_drop_mv 0.09163 \
    setup_viol 0 \
    numSynthFlops 29 \
    clockBufferDepth 2 \
    worstPathRequired_ns 3.44 \
    wl_met2_mm 1.756 \
    p_total_uw 548.7 \
    die_area_um2 13230 \
    final_layout_size_suffix_gt1_share_pct 7.067 \
    fmax_mhz 267.4 \
    grt_pass1_wl_mm 7.031 \
    ff_latch_area_um2 620.6 \
    ys_sh_adder_pct 9.239 \
    fp_util_pct 26.27 \
    cts_buffers 5 \
    final_hold_viol_count 0 \
    path_clk_slew_ns 0.05 \
    warning_count 38 \
    cts_setup_buffers 0 \
    grt_max_degree 15 \
    rsz0062_at_grt "no" \
    hold_buffers 0 \
    yosysWarnings 24 \
    fin_setup_tns_ns 0 \
    highest_layer "met4" \
    ys_sh_aoi_pct 7.663 \
    hold_depth 1 \
    clock_sinks 29 \
    die_y_um 115 \
    ys_sh_mux_pct 5.815 \
    n_antenna_cell 0 \
    cts_tree "done" \
    wl_per_cell_um 10.29 \
    netlist_instances 260 \
    slew_viol_final 0 \
    clk_latency_ns 0.28 \
    synth.distinct_cells 37 \
    wl_met3_um 338 \
    root_buffer "clkbuf_8" \
    top_logic_kind "buffers and inverters" \
    crit_arrival_ns 2.88 \
    r2r_cells 5 \
    mappedNetlistArea_um2 2302 \
    cap_violations 0 \
    track_usage_pct 6.099 \
    place.gp.congestion 0.8493 \
    avgViaCountPerCell 3.995 \
    combGateArea_um2 1363 \
    port_buffers 33 \
    finalCriticalPeriod_ns 3.739 \
    boundaryPins 89 \
    p_leak_uw 0.001045 \
    min_path_type "flip-flop to flip-flop" \
    synth_chip_area_um2 2302 \
    syn_area_per_cell_um2 8.855 \
    cp-end-kind "output pin" \
    wl_met1_mm 1.901 \
    status "finished, final reports clean" \
    ys_cells 260 \
    core_region_area_um2 8763 \
    crit_type "primary input to output pin" \
    htree_levels 2 \
    via_count 1562 \
    cp_max_fo 5 \
    p_per_area_nw_per_um2 212.8 \
    first_pass_iters 4 \
    cts_resized 0 \
    synth-xor-area-share_pct 9.511 \
    drc 0 \
    period_used_pct 86.96 \
    die_x_um 115 \
    area_delta_synth_final_pct 12.01 \
]
-- state kept, by name (all words and copies together), names as in the netlist --
register   count
counter_0      4
counter_1     25
-- worst max-delay path, stage by stage --
cell and delay (ns):
clkdlybuf4s50_1 0.51, inv_1 0.17, ha_1 0.24, nor2_1 0.08, or3b_2 0.46, o21ai_0 0.08, clkdlybuf4s50_1 0.49
-- cells in the final DEF, fill, tap and decap left out, drive strengths merged, types with 2 or more instances in the layout --
cell and instances:
conb 43, clkdlybuf4s50 33, dfxtp 25, xnor2 18
ha 17, nor2 16, nand3 16, nand2 15
o21ai 14, inv 13, mux2i 10, nor4 8
xor2 7, clkbuf 5, nand4 5, a21oi 4
nand2b 4, a22o 4, edfxtp 4, a32o 3
mux2 3, and4 3, clkinv 3, and2 2
or3b 2
-- cell usage after synthesis (all sizes together) --
library cell | count | area [µm²]
a21oi | 4 | 20.02
a22o | 4 | 35.03
a32o | 3 | 30.03
and2 | 2 | 12.51
and3 | 1 | 6.260
and4 | 3 | 27.53
buf | 56 | 412.9
clkbuf | 3 | 11.26
conb | 2 | 7.510
dfxtp | 25 | 500.5
edfxtp | 4 | 120.1
ha | 17 | 212.7
inv | 13 | 48.80
mux2 | 3 | 33.78
mux2i | 10 | 100.1
nand2 | 15 | 56.30
nand2b | 4 | 25.02
nand3 | 16 | 102.6
nand4 | 5 | 52.55
nor2 | 16 | 60.06
nor3 | 1 | 10.01
nor4 | 8 | 80.08
nor4b | 1 | 8.760
o211ai | 1 | 7.510
o21ai | 14 | 70.07
o22ai | 1 | 6.260
o31ai | 1 | 7.510
or3b | 2 | 17.52
xnor2 | 18 | 157.7
xor2 | 7 | 61.31
-- layer usage --
layer / vias to the layer above / track usage (%)
li1: 837 / -
met3: 4 / 2.321
met2: 49 / 9.610
met1: 672 / 8.077
met4: 0 / 0.6601
met5: - / 0
-- path summary, 6_finish.rpt --
| kind | start | end | slack [ns] |
|---|---|---|---|
| worst min-delay path | counter_1[0]$_DFF_P_ | counter_1[0]$_DFF_P_ | 0.44 |
| worst max-delay path | SW[1] | HEX2[0] | 0.56 |
| worst max register to register | counter_1[0]$_DFF_P_ | counter_1[18]$_DFF_P_ | 2.71 |
| worst min register to register | counter_1[0]$_DFF_P_ | counter_1[0]$_DFF_P_ | 0.44 |
-- stage by stage --
| step | instance area, µm² | hold slack (ns) | utilization, % | setup slack [ns] | std cells |
|---|---|---|---|---|---|
| finish | 2579 | 0.4389 | 29.43 | 0.5607 | 391 |
| floorplan | 2456 | 0.4066 | - | 1.740 | 301 |
| CTS | 2579 | 0.4455 | 29.43 | 0.5638 | 391 |
| global route | 2579 | 0.4830 | 29.43 | 0.4022 | 391 |
| global placement | 2497 | 0.4213 | 28.50 | 0.6131 | 383 |
| detailed placement | 2497 | 0.4317 | 28.50 | 0.5705 | 383 |
-- power breakdown --
| group | internal, µW | switching (µW) | total, µW |
|---|---|---|---|
| logic | 44.1 | 29.4 | 73.5 |
| registers | 274 | 0 | 274 |
| clock network | 108 | 93.0 | 201 |
-- final cells by class --
cell class / count / share of cell area (%)
timing repair buffer: 33 / 12.81
multi-input combinational: 200 / 52.84
tap: 108 / 5.240
clock buffer: 5 / 2.669
inverter: 13 / 1.892
sequential: 29 / 24.07
clock inverter: 3 / 0.4852
-- cell families after synthesis --
family	after synthesis
AOI/OAI and AO/OA	28
adders and majority gates	17
other	2
and+or+nand+nor	74
buffers and inverters	72
xor gates and xnor gates	25
muxes	13
DFF	29
Power figures rest on the tool's default switching activity, not on a simulated workload.
